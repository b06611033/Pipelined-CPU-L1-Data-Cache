==> flow/design.v <==
module IDEX
(
  RegWrite_in,
  MemtoReg_in,
  MemRead_in, 
  MemWrite_in,
  ALUOp_in,
  ALUSrc_in,
  RegWrite_out, 
  MemtoReg_out,   
  MemRead_out, 
  MemWrite_out, 
  ALUSrc_out,    
  ALUOp_out,  
  reg_read_data_1_in, 
  reg_read_data_2_in, 
  reg_read_data_1_out, 
  reg_read_data_2_out, 
  immi_sign_extended_in, 
  immi_sign_extended_out, 
  funct3_in,
  funct7_in,
  funct3_out,
  funct7_out,
  Op_in,
  Op_out,
  RD_in, 
  RD_out,
  rs1_in,
  rs2_in,
  rs1_out,
  rs2_out,
  clk_i,
  rst_i,
  MemStall_in
);
input RegWrite_in, MemtoReg_in;
output RegWrite_out, MemtoReg_out;
input MemRead_in, MemWrite_in;
output MemRead_out, MemWrite_out;
input  ALUSrc_in;
input [1:0] ALUOp_in;
output ALUSrc_out;
output [1:0] ALUOp_out;
input [31:0] reg_read_data_1_in, reg_read_data_2_in, immi_sign_extended_in;
output [31:0] reg_read_data_1_out, reg_read_data_2_out, immi_sign_extended_out;
input [6:0] funct7_in;
input [2:0] funct3_in;
output [6:0] funct7_out;
output [2:0] funct3_out;
input [6:0] Op_in;
output [6:0] Op_out;
input [4:0] RD_in,rs1_in,rs2_in;
output [4:0] RD_out,rs1_out,rs2_out;
input clk_i, rst_i;
input MemStall_in;
reg RegWrite_out, MemtoReg_out;
reg MemRead_out, MemWrite_out;
reg ALUSrc_out;
reg [1:0] ALUOp_out;
reg [31:0] reg_read_data_1_out, reg_read_data_2_out, immi_sign_extended_out;
reg [6:0] funct7_out;
reg [2:0] funct3_out;
reg [6:0] Op_out;
reg [4:0] RD_out,rs1_out,rs2_out;
always @(posedge clk_i or posedge rst_i) begin
		if (rst_i == 1'b1) begin
			RegWrite_out <= 1'b0;
			MemtoReg_out <= 1'b0;
			MemRead_out <= 1'b0;
			MemWrite_out <= 1'b0;
			RD_out <= 5'b0;
			rs1_out <= 5'b0;
			rs2_out <= 5'b0;
			ALUSrc_out <= 1'b0;
			ALUOp_out <= 2'b0;
			reg_read_data_1_out <= 32'b0;
			reg_read_data_2_out <= 32'b0;
			immi_sign_extended_out <= 32'b0;
      funct7_out <= 7'b0;
			funct3_out <= 3'b0;
			Op_out <= 7'b0;		
		end
		else if (MemStall_in == 1'b0) begin
			RegWrite_out <= RegWrite_in;
			MemtoReg_out <= MemtoReg_in;
			MemRead_out <= MemRead_in;
			MemWrite_out <= MemWrite_in;
			RD_out <= RD_in;
			rs1_out <= rs1_in;
			rs2_out <= rs2_in;
			ALUSrc_out <= ALUSrc_in;
			ALUOp_out <= ALUOp_in;
			reg_read_data_1_out <= reg_read_data_1_in;
			reg_read_data_2_out <= reg_read_data_2_in;
			immi_sign_extended_out <= immi_sign_extended_in;
      funct7_out <= funct7_in;
			funct3_out <= funct3_in;
			Op_out <= Op_in;
		end	
end	
endmodule
==> flow/run.sh <==
#!/bin/bash
# OpenROAD 26Q1-2900-gdf79404cd8, Yosys 0.63+post, stock flow scripts
make -C /OpenROAD-flow-scripts/flow DESIGN_CONFIG=/design/flow/config.mk WORK_HOME=/design/flow/orfs finish
==> flow/config.mk <==
export PLATFORM = sky130hd
export DESIGN_NAME = IDEX
export DESIGN_NICKNAME = IDEX
export VERILOG_FILES = /design/flow/design.v
export SDC_FILE = /design/flow/constraint.sdc
export NUM_CORES = 4
export LEC_CHECK = 1
export CORE_UTILIZATION = 40
==> flow/constraint.sdc <==
current_design IDEX

set clk_period 1.0
set clk_io_pct 0.2

create_clock -name clk0 -period $clk_period [get_ports {clk_i}]

set non_clock_inputs [all_inputs -no_clocks]
set_input_delay [expr $clk_period * $clk_io_pct] -clock clk0 $non_clock_inputs
set_output_delay [expr $clk_period * $clk_io_pct] -clock clk0 [all_outputs]
==> results_slide.txt <==
Run Summary

Run status
  – Status: finished with violations
  – Failing checks: negative setup slack

Cells and area
  – Final Non-Filler Cells: 799
  – Area delta synth->final: 62.2%
  – Ratio of cells with drive above 1 in the final layout: 0.566
  – Post-layout util: 0.667

STA
  – RSZ-0062 raised after global routing: true
  – Final period util: 1.15
  – Fin crit period: 1.15 ns
  – Setup WS post-layout: -0.150 ns
  – Slew Limit Fails: 0
  – Worst Skew: 0 ns
  – Final Hold Fails: 0
  – Max Clk Rate: 0.870 GHz
  – Final Setup Violations: 136
  – Worst Tran Pin Value: 0.253 ns
  – Slew HR: 0.832

Route
  – Wire length after detailed routing: 13700 um
  – Antenna cells: 0
  – # DRC: 0
  – Detailed Routing Iterations Pass 1: 4
  – Via count: 3598
  – Initial DRC Count: 109
  – WL per Instance: 17.1 um
  – Antenna viol nets, final: 0
  – Vias/cell: 4.50

Synthesis
  – Yosys cell count: 286
  – Yosys chip area: 5210 um2
  – XOR/XNOR Area Share: 0
  – Mux share: 0.328
  – Cell Area, Synth: 5210 um2
  – Adder share: 0
  – Synth flops: 135
  – Register share after synthesis: 0.649
  – Yosys cell types: 6
  – Top non-seq family: multiplexers
  – Yosys simple share: 0
  – Post-Synthesis Cells: 286
  – Mean Syn Cell Area: 18.2 um2
  – Top cells by area, synth: dfrtp_1 65%, mux2_2 18%, mux2_4 14%, buf_6 1.5%, buf_2 0.77%
  – Ys Warns: 1
  – Post-synthesis compound-gate area fraction: 0
  – Cell accounting for the most synthesized area: dfrtp_1
  – Top-area cell share: 0.649

Global route
  – Initial antenna violation count: 0
  – First-pass GRT wire length: 20600 um
  – Total gr overflow: 0
  – Most used routing layer: met2
  – Global-route met3 utilization: 0.0888
  – Met2 usage: 0.321
  – Largest net degree at the start of global routing: 45
  – Gr usage total: 0.211
  – Met1 usage: 0.299
  – Vias in the first global route: 3774

Floorplanning
  – Die Width: 116 um
  – Core area: 12700 um2
  – FP Core Util: 0.411
  – Die Ht: 116 um
  – Chip area: 13500 um2
  – Num rows: 41
  – Top Ports: 273

Clock tree
  – Hold-fix buffers, CTS: 0
  – TritonCTS clock tree: yes
  – Reg clk slew, reported paths: 0.06 ns
  – Clock buffer depth: 2
  – H-tree levels: 4
  – CTS Sinks: 135
  – Skew-Pair Late Insertion Delay: 0.41 ns
  – Cts bufs inserted: 17
  – Root buffer cell: clkbuf_16

Place
  – Gp weighted congestion: 0.755
  – Detail Placement HPWL: 9730 um
  – Placed insts: 737
  – Pre-CTS setup slack: -0.0926 ns
  – # port buffers: 272

Pwr
  – Peak supply drop: 0.00146 V
  – Pwr dens: 1770 nW/um2
  – Leakage Power: 3.99 nW

Setup path
  – CP Max Fanout: 2
  – Crit path buf inv count: 1
  – Critical path's largest stage delay: 0.40 ns
  – Data arrival, critical path: 0.95 ns
  – CP startpoint kind: register
  – Crit path DRT: 0.80 ns
  – Critical path's top delay family: flip-flops
  – Crit Path Class: register to output pin
  – Slowest CP cell: dfrtp_1
  – Crit path capture type: output pin
  – Critical-path cell list: buf_2

Flow run
  – MaxCap Viol Count: 0
  – Tool warnings: 29

Worst hold path
  – Worst min path class: input port to register
## final cells by class
type | instances | area (um2)
sequential | 135 | 3380
clock buffer | 23 | 498
tap | 172 | 215
clock inverter | 9 | 120
timing repair buffer | 324 | 2520
multi-input combinational | 135 | 1710
inverter | 1 | 7.51
fill | 990 | 4220
## layer usage
| metal | vias up | share of wire | routed length (um) |
|---|---|---|---|
| met5 | - | 0 | 0 |
| met4 | 0 | 0.019 | 265 |
| met3 | 15 | 0.12 | 1640 |
| met2 | 189 | 0.46 | 6230 |
| met1 | 1734 | 0.40 | 5540 |
| li1 | 1660 | - | - |
## metrics by stage
| step | setup TNS (ns) | area [um2] | total power, mW | hold slack, ns |
|---|---|---|---|---|
| 2_1_floorplan | -118.82 | 5240 | 7.10 | 0.349 |
| 3_3_place_gp | -8.76 | 8270 | 9.00 | 0.487 |
| 3_5_place_dp | -10.08 | 8270 | 9.03 | 0.491 |
| 4_1_cts | -15.64 | 8370 | 15.1 | 0.146 |
| 5_1_grt | -18.57 | 8450 | 15.6 | 0.144 |
| 6_report | -12.93 | 8450 | 14.9 | 0.152 |
## report_power, final
group	total (mW)	switching, mW	leakage (nW)	internal, mW
registers	6.28	0.263	1.58	6.02
logic	2.29	0.628	2.10	1.66
clock network	6.37	2.15	0.312	4.22
## cells in the mapped netlist
library cell / instances
buf_2: 8
buf_6: 7
dfrtp_1: 135
inv_1: 1
mux2_2: 85
mux2_4: 50
## path summary, 6_finish.rpt
check	from	depth (start not counted)	end	slack, ns
worst max-delay path	reg_read_data_1_out[7]$_DFFE_PP0N_	1	reg_read_data_1_out[7]	-0.15
worst min-delay path	MemStall_in	2	funct7_out[3]$_DFFE_PP0N_	0.15
worst max register to register	reg_read_data_2_out[28]$_DFFE_PP0N_	3	reg_read_data_2_out[28]$_DFFE_PP0N_	-0.02
worst min register to register	reg_read_data_1_out[28]$_DFFE_PP0N_	1	reg_read_data_1_out[28]$_DFFE_PP0N_	0.50
max in group asynchronous	rst_i	3	reg_read_data_1_out[2]$_DFFE_PP0N_	0.43
min in group asynchronous	rst_i	3	Op_out[1]$_DFFE_PP0N_	0.32
## layout by cell type (no fill, tap or decap), drive strengths merged
| cell type | Yosys | layout |
|---|---|---|
| buf | 15 | 188 |
| bufinv | 0 | 3 |
| clkbuf | 0 | 23 |
| clkdlybuf4s50 | 0 | 136 |
| clkinv | 0 | 6 |
| clkinvlp | 0 | 1 |
| dfrtp | 135 | 135 |
| mux2 | 135 | 135 |
## cells by family (layout without fill, tap and decap cells)
| kind of cell | Yosys count | in the layout |
|---|---|---|
| flip-flops | 135 | 135 |
| multiplexers | 135 | 135 |
| buffers and inverters | 16 | 357 |
## flip-flops by register name (all words and copies together) (netlist names), 2 cells and up
register / cells
immi_sign_extended_out: 32
Op_out: 7
rs2_out: 5
ALUOp_out: 2
reg_read_data_1_out: 32
funct7_out: 7
reg_read_data_2_out: 32
RD_out: 5
rs1_out: 5
funct3_out: 3
## what timing repair did
item,in CTS,in global routing
gates resized,430,2
setup buffers,20,12
endpoints found under the setup margin,135,137
Power figures rest on the tool's default switching activity, not on a simulated workload.
