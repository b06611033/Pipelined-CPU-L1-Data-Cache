### /design/flow/design.v
module ALU
(
    data1_i ,
    data2_i ,
    ALUCtrl_i ,
    data_o ,
    Zero_o    
);
input wire signed   [31:0]  data1_i;
input wire signed   [31:0]  data2_i;
input   [2:0]  ALUCtrl_i;
output  Zero_o;
output reg signed  [31:0] data_o;
always @(*) begin
    case (ALUCtrl_i)
    3'b000: data_o = data1_i * data2_i;     
    3'b001: data_o = data1_i - data2_i;     
    3'b010: data_o = data1_i >>> data2_i;    
    3'b100: data_o = data1_i + data2_i;    
    3'b011: data_o = data1_i & data2_i;    
    3'b101: data_o = data1_i ^ data2_i;    
    3'b110: data_o = data1_i << data2_i;    
    3'b111: data_o = data1_i | data2_i;    
    default: data_o = 0; 
    endcase
end
endmodule
### /design/flow/run.sh
#!/bin/bash
# OpenROAD 26Q1-2900-gdf79404cd8, Yosys 0.63+post, stock flow scripts
make -C /OpenROAD-flow-scripts/flow DESIGN_CONFIG=/design/flow/config.mk WORK_HOME=/design/flow/orfs finish
### /design/flow/config.mk
export PLATFORM = sky130hd
export DESIGN_NAME = ALU
export DESIGN_NICKNAME = ALU
export VERILOG_FILES = /design/flow/design.v
export SDC_FILE = /design/flow/constraint.sdc
export NUM_CORES = 4
export LEC_CHECK = 1
export CORE_UTILIZATION = 50
### /design/flow/constraint.sdc
current_design ALU

set clk_period 14.7
set clk_io_pct 0.2

create_clock -name clk0 -period $clk_period

set non_clock_inputs [all_inputs -no_clocks]
set_input_delay [expr $clk_period * $clk_io_pct] -clock clk0 $non_clock_inputs
set_output_delay [expr $clk_period * $clk_io_pct] -clock clk0 [all_outputs]
==> commit_impl_results.txt <==
Store results of the implementation flow

- Result of the run: complete, no violations
- Remaining antenna violation count: 0
- From bottom edge to top edge, the die measures between 200 and 250 µm.
- Largest fanout of any net on the critical path: 16
- Top-area cell share: 34.84%
- Number of top-level design ports: about 100
* Number of flip-flops and latches: 0
* Critical Path End Type: output port
- Yosys mapped the design onto between 70 and 80 distinct sky130hd cell types.
- The pin closest to its max-slew limit shows a slew of 1153 ps.
- Drc violations: 0
- Sw Share: between 60% and 70%
* Final hold violations: 0
- After synthesis, the design contains between 3000 and 4000 cells according to Yosys.
* Core outline area: 0.04646 mm²
- The final layout reports a setup TNS of 0 ps.
- In the final layout, the clock buffer count is 0.
* Max_slew headroom: 23.02%
- VDD IR-drop max: ~0.00072 V
- Per the post-synthesis stats, the area per cell is roughly 7.8 µm².
- The top cell types in the final layout, fill and taps aside, are sky130_fd_sc_hd__nor2_1 (483), sky130_fd_sc_hd__inv_1 (481), sky130_fd_sc_hd__fa_1 (409).
- Switching component of the power: slightly below 7 mW
- Placed wire-length estimate: just under 90 mm
- Setup repair after global routing left no endpoint under its margin.
* Origin of the worst setup path: data2_i[13]
* Area used by multi-input combinational logic: 0.02088 mm²
* Most common cell after layout, fill and taps aside: sky130_fd_sc_hd__nor2_1
- In this run the cell area of the synthesized design comes to roughly 0.023 mm².
- Post-DR wirelength/cell: about 30 µm
- After floorplanning, the die was sized to cover 0.04787 mm².
- The final timing report derives a shortest allowable period of between 10000 and 15000 ps.
- The first global-routing pass estimated 161.0 mm of wire.
- Final count of negative-setup-slack endpoints: 0
- Total grt overflow: 0
- The number of global-route vias before repair is between 20000 and 25000.
* Core Util at FP: approximately 51%
- Synthesis handed over a netlist of between 3000 and 4000 instances.
- Final routed wirelength across all metal layers: approximately 110 mm
- Die Width: about 220 µm
- The script logs the ratio of routed vias to standard cells as between 6 and 7.
- Chip area line of the yosys report: between 0.02 and 0.025 mm²
- For this design, the CTS-stage hold fixing added 0 buffers.
- For this run, the number of Yosys warnings is 2.
- The worst setup path is launched from an input pin.
- Internal power comes to 4.496 mW.
- Met2 routed wirelength: 43.74 mm
- Timing would allow up to between 70 and 80 MHz.
- Sequential share of the synthesized area: 0%
- Stage-log warning count: 64
- The routed design uses around 17 mm of met3 wire.
- Cell Rows: just under 80
* Filler Cells Inserted: ~4200
- The final critical path takes up ~97% of the cycle.
- The detailed router finished its first iteration with 2224 violations.
* Share of final-layout standard cells stronger than drive strength 1: under 10%
- Total vias in the final route: 22980
- Overall power consumption: about 11 mW
- The highest metal layer carrying signal wires in the routed design is met5.
- For reference, the most critical setup path is categorized as input pin to output port.
- The number of antenna violations at the first check in global routing is 9.
- Entering global routing, the biggest net connects slightly above 60 pins.
* Share of the core filled with cells: around 55%
* Class of the tightest hold or removal check: input pin to output port
- Tot GR Track Use: about 50%
- Biggest area consumer among synthesized cells: sky130_fd_sc_hd__fa_1
- Yosys attributes the largest share of cell area to sky130_fd_sc_hd__fa_1 (35%), sky130_fd_sc_hd__ha_1 (13%), sky130_fd_sc_hd__nor2_1 (7.7%).
* Footprint of the flip-flops and latches: 0 µm²
- First-pass DRT Iterations: 8
* Area growth from synthesis to layout: 8.716%
- Per the OpenROAD power report, leakage power amounts to roughly 12 nW.
- Following the worst setup path forward leads to its endpoint at data_o[30].
- Pwr/cell area: 447.8 mW/mm²
- Pins over their slew limit in the final report were tallied at 0.
- Required time at the endpoint of the critical path: 11760 ps
- Max-cap violations in this run came to 0.
* Final estimated routing congestion in global placement: 1.090
* Signal arrival time at the worst endpoint: approximately 11000 ps
* Routed length on met1: slightly above 40 mm
- Count of port buffers added during placement: approximately 100
## Yosys cell counts, types with 17 or more instances
| cell type | n |
|---|---|
| sky130_fd_sc_hd__a21oi_1 | 176 |
| sky130_fd_sc_hd__a31oi_1 | 17 |
| sky130_fd_sc_hd__mux2i_1 | 76 |
| sky130_fd_sc_hd__o21a_1 | 19 |
| sky130_fd_sc_hd__inv_1 | 482 |
| sky130_fd_sc_hd__xor2_1 | 27 |
| sky130_fd_sc_hd__a22o_1 | 27 |
| sky130_fd_sc_hd__a21o_1 | 22 |
| sky130_fd_sc_hd__xnor2_1 | 108 |
| sky130_fd_sc_hd__nor2_1 | 484 |
| sky130_fd_sc_hd__nand2_1 | 261 |
| sky130_fd_sc_hd__a211oi_1 | 38 |
| sky130_fd_sc_hd__nor3_1 | 32 |
| sky130_fd_sc_hd__fa_1 | 409 |
| sky130_fd_sc_hd__o21ai_0 | 92 |
| sky130_fd_sc_hd__buf_1 | 47 |
| sky130_fd_sc_hd__clkbuf_1 | 137 |
| sky130_fd_sc_hd__and2_1 | 20 |
| sky130_fd_sc_hd__ha_1 | 245 |
## critical path: stages
cell and delay [ps]:
sky130_fd_sc_hd__clkdlybuf4s50_1 900, sky130_fd_sc_hd__clkinvlp_4 630, sky130_fd_sc_hd__nor2_1 260, sky130_fd_sc_hd__fa_1 440, sky130_fd_sc_hd__inv_1 80, sky130_fd_sc_hd__fa_1 430
sky130_fd_sc_hd__fa_1 560, sky130_fd_sc_hd__inv_1 60, sky130_fd_sc_hd__fa_1 400, sky130_fd_sc_hd__fa_1 470, sky130_fd_sc_hd__fa_1 560, sky130_fd_sc_hd__fa_1 430
sky130_fd_sc_hd__fa_1 440, sky130_fd_sc_hd__ha_1 380, sky130_fd_sc_hd__a21o_1 210, sky130_fd_sc_hd__a21o_1 170, sky130_fd_sc_hd__a21o_1 180, sky130_fd_sc_hd__nand2_1 60
sky130_fd_sc_hd__o21ai_0 120, sky130_fd_sc_hd__a31oi_1 250, sky130_fd_sc_hd__nor3_1 90, sky130_fd_sc_hd__a2111oi_0 430, sky130_fd_sc_hd__buf_4 210, sky130_fd_sc_hd__nand3_1 150
sky130_fd_sc_hd__clkdlybuf4s50_1 470
## how the worst min path moves through the flow
| stage | slack [ps] | cells after the start | from | endpoint |
|---|---|---|---|---|
| CTS | 7240 | 7 | ALUCtrl_i[1] | data_o[18] |
| global route | 7320 | 7 | ALUCtrl_i[1] | data_o[18] |
| finish | 7250 | 7 | ALUCtrl_i[1] | data_o[18] |
## through the flow
step	hold WS [ps]	instance area, µm²	setup WS [ps]	std cells
floorplan	6165	23500	1630	3015
global placement	7227	25520	488.8	3663
detailed placement	7225	25520	373.3	3663
CTS	7236	25520	348.1	3663
global route	7324	25530	115.9	3665
finish	7255	25550	425.9	3673
## power groups by stage
stage | logic (mW) | registers, mW | clock network [mW]
4_1_cts | 11.2 | 0 | 0
5_1_grt | 12.4 | 0 | 0.0000000183
## area by class of cell
cell class                 count  share of cell area [%]
inverter                     499                   7.346
multi-input combinational   2322                   81.75
antenna                       10                 0.09795
tap                          607                   2.973
timing repair buffer         235                   7.836
## cells by family (layout without fill, tap and decap cells)
| group | count (synthesis) | count (layout) | share of synthesized area [%] |
|---|---|---|---|
| XOR/XNOR | 135 | 135 | 5.032 |
| other | 1 | 11 | 0.01596 |
| buffers and inverters | 693 | 734 | 11.16 |
| AND-OR/OR-AND | 539 | 539 | 14.85 |
| AND/OR/NAND/NOR | 891 | 891 | 15.80 |
| adder cells (fa/ha/maj) | 654 | 654 | 47.89 |
| multiplexers | 102 | 102 | 5.250 |
## routing by layer
metal  vias up  global-route usage (%)
met5         -                   3.854
met4        12                   29.40
met3       448                   28.69
met2      1752                   66.38
met1     10980                   64.02
li1       9786                       -
## repair_timing
item                                   CTS  global route
setup endpoints to repair                0             1
gates resized                            0             1
buffers inserted                         0             0
endpoints found under the hold margin    0             0
No activity file was given, so power comes from the tool's default toggle rates.
